### flow/run.sh
#!/bin/bash
# OpenROAD 26Q1-2900-gdf79404cd8, Yosys 0.63+post, stock flow scripts
make -C /OpenROAD-flow-scripts/flow DESIGN_CONFIG=/design/flow/config.mk WORK_HOME=/design/flow/orfs finish
### flow/config.mk
export PLATFORM = sky130hd
export DESIGN_NAME = reg_file
export DESIGN_NICKNAME = reg_file
export VERILOG_FILES = /design/flow/design.v
export SDC_FILE = /design/flow/constraint.sdc
export NUM_CORES = 4
export LEC_CHECK = 1
export CORE_UTILIZATION = 40
### flow/constraint.sdc
current_design reg_file

set clk_period 9.8
set clk_io_pct 0.2

create_clock -name clk0 -period $clk_period [get_ports {clk}]

set non_clock_inputs [all_inputs -no_clocks]
set_input_delay [expr $clk_period * $clk_io_pct] -clock clk0 $non_clock_inputs
set_output_delay [expr $clk_period * $clk_io_pct] -clock clk0 [all_outputs]
### flow/design.v
module reg_file #(
    parameter DATA_WIDTH = 32
) (
    input  logic                  clk,
    input  logic                  WE3,   
    input  logic [           4:0] A1,
    A2,   
    input  logic [           4:0] A3,    
    input  logic [DATA_WIDTH-1:0] WD3,   
    output logic [DATA_WIDTH-1:0] RD1,
    RD2   
);
  reg [31:0] rf[31:0];
  always @(posedge clk) begin
    if (WE3) begin
      if (A3 != 5'd0) begin
        rf[A3] <= WD3;
      end
    end
  end
  assign RD1 = (A1 == 5'd0) ? 32'd0 : rf[A1];
  assign RD2 = (A2 == 5'd0) ? 32'd0 : rf[A2];
endmodule
==> notes.md <==
Notes on the physical implementation.

- Post-CTS timing repair inserted 0 buffers for setup.
- The logs give a warning total of 26.
- The first routing iteration left 1813 violations.
- The total of warnings raised by yosys is 1, for reference.
- The H-tree generated during clock tree synthesis spans 3 levels.
- Wires add up to 159300 um.
- By startpoint and endpoint, the worst setup path is classified as input port to output pin.
- For this design the static power due to leakage is 17.70 nW.
- The post-route clock period utilization is 0.7687, for reference.
- Entering global routing, the biggest net connects 81 pins.
- The filler cell count is 9629, for reference.
- The maximum single-stage delay on the critical path is 0.78 ns, for reference.
- Post-CTS repair changed the size of 0 cells.
- The detail route stage leaves a number of antenna-violating nets equal to 0.
- Pin placement for this block handled 113 I/O pins.
- The number of flip-flops in the largest register is 1024, for reference.
- The detailed-route DRC error count is 0, for reference.
- The horizontal extent of the die is 348.1 um, for reference.
- The region available for standard cell placement spans 118400 sq um.
- Power spread over the standard cell area amounts to 179.1 nW/um^2.
- The synthesized netlist was found by Yosys to have 2564 cells.
- More flip-flops sit in one register than any other, and that register is rf.
- The class of the worst hold path is input port to register, for reference.
- The critical-path maximum fanout is 32, for reference.
- The master of the slowest instance on the critical path is or4_4, for reference.
- The combined global-route utilization of all metal layers is 0.2897, for reference.
- The run finished with clean final reports.
- The number of global-route vias before repair was 31.50k.
- The startpoint of the tightest hold check path is WD3[10], for reference.
- The highest clock rate this design can be run at is 132.8 MHz.
- The layout summary lists the proportion of cells stronger than drive strength 1 as 0.2679.
- The total number of clock tree sinks is 1024, for reference.
- The post-synthesis sequential element count is 1024, for reference.
- In this run the mean area of a mapped cell was 18.68 sq um.
- The CTS tree is yes, for reference.
- The total clock buffers created by CTS is 103, for reference.
- The number of detailed-route iterations in the first pass is 6, for reference.
- Endpoints failing hold in the final report were tallied at 0.
- The average vias per placed instance is 6.416, for reference.
- The cell sequence reported for the critical path is buf_2, buf_4, or2_2, or4_4, o21ai_0, a311oi_1, clkdlybuf4s50_1.
- The post-detailed-placement half-perimeter wirelength is 89010 um, for reference.
- The routed design could run at a clock period as short as 7.533 ns.
- The number of antenna violations at the first check in global routing is 3.
- The starting density of the core is 0.4046, for reference.
- In this run the tool buffered the top-level ports with 112 buffer cells.
- The total congestion overflow is 0, for reference.
- The critical path buffer and inverter count is 3, for reference.
- The data required time at the worst endpoint is 7.84 ns, for reference.
- Per the run summary, max-cap violations total 0.
- The routed layout has 28.35k vias.
- Counting pins that exceed their max-slew limit in the final report gives 0.
- The area growth from synthesis to layout is 14.28%, for reference.
- Looking at the hold checks, the worst path lands on rf[22][10].
- TritonRoute output was used to compute an average wire per cell of 36.06 um.
- Overall power consumption after layout is estimated at 9.805 mW.
- Summing every instance area after synthesis gives 47900 sq um.
- STA classifies the critical path startpoint as an input port.
- The endpoint class of the critical path is an output pin, for reference.
- The number of standard cells after synthesis is 2564, for reference.
- The clock tree root buffer cell is clkbuf_16, for reference.
- Setup repair after global routing left no endpoint under its margin.
- The sequential area share after synthesis is 0.6419, for reference.
- The relative slew slack is 0.3102, for reference.
- The final weighted congestion in routability-driven placement is 0.8956, for reference.
- Per the power-grid run, VDD falls by no more than 0.1328 mV.
- On the worst setup and hold paths after CTS, the clock-pin slew comes to 0.06 ns.
- Counting distinct cell types in the post-synthesis netlist gives 39.
- The largest registers in the layout are rf x1024.
- The first global-routing pass estimated 225100 um of wire.
- The dominant delay contributor by cell family on the critical path is simple AND/OR/NAND/NOR gates, for reference.
- The synthesis area per yosys is 47900 sq um, for reference.
- STA puts the critical path data arrival time at 5.57 ns.
- The maximum number of buffers from clock root to sink is 3, for reference.
- The setup violation total in the final timing report is 0, for reference.
- The post-CTS hold buffer count recorded in the log is 0.
- The actual slew at the worst max-slew pin is 1.031 ns, for reference.
- The setup TNS after final layout is 0 ns, for reference.
- The floorplan step defined a die boundary enclosing 121100 sq um.
- The die height is 348.1 um, for reference.
- The number of rows created at floorplan is 126, for reference.
- The worst hold path passes through 2 cells.
[logic make-up after synthesis]
logic type | after synthesis | share of synthesized area
flops | 1024 | 0.6419
mux | 736 | 0.2502
compound gates | 374 | 0.06154
buf+inv | 217 | 0.02445
simple gates | 212 | 0.02184
other cells | 1 | 0.00007828
[placed cells by master, fill, tap and decap left out, drive strengths merged, types with 10 or more instances in the layout]
cell	instances
buf	146
clkdlybuf4s50	102
nand4	32
clkinv	43
conb	32
o21ai	54
a311oi	32
mux4	352
mux2	64
nor2b	37
clkbuf	127
a21oi	32
nand2	85
a211oi	64
mux2i	320
bufinv	14
edfxtp	1024
o2111ai	10
nor2	37
a221oi	54
a22oi	64
o221ai	64
[worst max path at each step]
stage | end | start | cells past startpoint
4_1_cts | RD1[8] | A1[4] | 7
6_report | RD1[8] | A1[4] | 7
5_1_grt | RD1[25] | A1[4] | 7
[cells in the mapped netlist (all sizes together)]
master   count  area [sq um]
a311oi      32         280.3
mux4       352          8063
or2          1         6.260
conb         1         3.750
or3b         5         43.79
buf        115         783.3
or3          2         12.51
nand3b       6         45.04
a221oi      54         573.1
nand2       85         319.1
nand4       32         200.2
mux2i      320          3203
o2111ai     10         87.58
nand3        2         10.01
a21oi       32         160.2
o21ai       54         270.3
o221ai      64         560.5
edfxtp    1024         30750
clkbuf     100         380.4
nor2        37         141.4
nor2b       37         231.5
a211oi      64         535.5
and3         1         6.260
mux2        64         720.7
and2         2         12.52
nand2b       1         6.260
a22oi       64         480.5
or4          1         11.26
inv          2         7.510
[through the flow]
step | worst slack, ns | area [sq um] | hold slack (ns) | utilization | instances
finish | 2.267 | 54750 | 2.096 | 0.4624 | 4419
global route | 2.210 | 54740 | 2.106 | 0.4623 | 4416
CTS | 2.294 | 54740 | 2.073 | 0.4623 | 4415
detailed placement | 2.311 | 51320 | 2.795 | 0.4334 | 4228
global placement | 2.285 | 51320 | 2.781 | 0.4334 | 4228
floorplan | 4.470 | 48020 | 2.059 | - | 2595
[routing by layer]
metal | vias up | part of all wire | GRT usage
met1 | 14102 | 0.30 | 0.3098
met3 | 355 | 0.21 | 0.2706
met2 | 2527 | 0.45 | 0.4039
li1 | 11349 | - | -
met5 | - | 0.0028 | 0.04682
met4 | 18 | 0.039 | 0.08802
[power by group]
part	internal [mW]	switching, mW
logic	0.371	0.522
clock network	2.33	1.67
registers	4.89	0.0268
[final cells by class]
type | instances | area (sq um) | area share
flip-flops and latches | 1024 | 30750 | 0.5617
clock inverters | 60 | 706.9 | 0.01291
multi-input cells | 1354 | 16400 | 0.2995
repair buffers | 248 | 2160 | 0.03945
well taps | 1600 | 2002 | 0.03657
inverters | 2 | 8.758 | 0.0001600
clock buffers | 127 | 2710 | 0.04950
diodes | 4 | 10.01 | 0.0001828
Power is estimated from default activity; no workload was simulated.
