===== ./design.v =====
module alu #(
    parameter DATA_WIDTH = 32
) (
    input  logic [DATA_WIDTH-1:0] src_a,
    input  logic [DATA_WIDTH-1:0] src_b,
    input  logic [           2:0] alu_control,
    output logic [DATA_WIDTH-1:0] result,
    output logic                  overflow,
    output logic                  carry,
    output logic                  zero,
    output logic                  negative
);
  logic [DATA_WIDTH-1:0] mux_o;
  logic [DATA_WIDTH-1:0] sum;
  logic                  cout;
  assign mux_o = alu_control[0] ? ~src_b : src_b;
  assign {cout, sum} = src_a + mux_o + alu_control[0];
  logic slt_o;
  assign slt_o = sum[31] ^ overflow;
  always_comb begin
    case (alu_control)
      3'b000:  result = sum;             
      3'b001:  result = sum;             
      3'b010:  result = src_a & src_b;   
      3'b011:  result = src_a | src_b;   
      3'b101:  result = {{(DATA_WIDTH - 1) {1'b0}}, slt_o};   
      default: result = {DATA_WIDTH{1'bx}};
    endcase
  end
  assign overflow = (src_a[31] == mux_o[31]) && (sum[31] != src_a[31]);
  assign negative = result[DATA_WIDTH-1];
  assign zero     = (result == {DATA_WIDTH{1'b0}});
  assign carry    = (~alu_control[1]) & cout;   
endmodule

===== ./run.sh =====
#!/bin/bash
# OpenROAD 26Q1-2900-gdf79404cd8, Yosys 0.63+post, stock flow scripts
make -C /OpenROAD-flow-scripts/flow DESIGN_CONFIG=/design/flow/config.mk WORK_HOME=/design/flow/orfs finish

===== ./config.mk =====
export PLATFORM = sky130hd
export DESIGN_NAME = alu
export DESIGN_NICKNAME = alu
export VERILOG_FILES = /design/flow/design.v
export SDC_FILE = /design/flow/constraint.sdc
export NUM_CORES = 4
export LEC_CHECK = 1
export CORE_UTILIZATION = 40

===== ./constraint.sdc =====
current_design alu

set clk_period 12.3
set clk_io_pct 0.2

create_clock -name clk0 -period $clk_period

set non_clock_inputs [all_inputs -no_clocks]
set_input_delay [expr $clk_period * $clk_io_pct] -clock clk0 $non_clock_inputs
set_output_delay [expr $clk_period * $clk_io_pct] -clock clk0 [all_outputs]

==> metrics.csv <==
stage;metric;value;unit
outcome;outcome;finished, final reports clean;
drt;final WL;10900;um
drt;DR top layer;met4;
drt;initial DRC count;232;
pwr;worst ir drop on vdd;0.0360;mV
finish;Final Util;54.9;%
finish;share of cells above drive strength 1;5.69;%
drt;DRT Pass-1 Iters;4;
timing;Tightest Pin Transition;701;ps
cts;post-CTS sizing;0;
synth;Post-Synthesis Cells;466;
pwr;PwrDens;73.0;nW/um^2
synth;yosys cell count;466;
floorplanning;# IOs;103;
cts;hold buffers post-CTS;0;
timing;period utilisation layout;78.7;%
grt;vias in the first global route;3579;
finish;Comb gate area;3070;sq um
synth;Syn Area/Cell;7.10;sq um
synth;share of the synthesized area in the top cell type;11.7;%
grt;first-pass GRT wire length;17600;um
finish;Finished Layout Cells;647;
synth;area leader, netlist;ha_1;
timing;RSZ-0062 raised after global routing;no;
critical_path;Worst Path Required;9840;ps
floorplanning;Die Width;92.9;um
floorplanning;Pre-Place Util;42.2;%
placed_design;Port Buffer Count;103;
timing;setup_tns;0;ps
placed_design;Post-DP HPWL;9080;um
drt;detailed-route via count;3828;
critical_path;Critical Path Max Stage Delay;600;ps
timing;maximum clock rate;103;MHz
placed_design;routability cong.;0.913;
drt;Detail Route Antenna Nets;0;
drt;number of antenna diodes;0;
finish;Sequential Area;0;sq um
critical_path;sequence of cells on the critical path;buf_2 > buf_4 > xor2_1 > ha_1 > a21oi_2 > o21bai_1 > a21oi_2 > o31ai_1 > or4_1 > a32o_1 > nor4b_2 > nand4b_1 > or4_1 > nor3_2 > clkdlybuf4s50_1;
critical_path;CP Data Arrival Time;7220;ps
grt;gr usage total;25.7;%
synth;yosys stat chip area;3310;sq um
floorplanning;core box area;7850;sq um
run;MaxCap Viol Count;0;
critical_path;CP Capture Type;output pin;
floorplanning;row cnt;32;
synth;synth warn;1;
grt;initial antenna violation count;0;
cts;Setup Fix Bufs, Post-CTS;0;
synth;post-synthesis instance area;3310;sq um
timing;headroom to the max-slew limit;53.3;%
synth;register share after synthesis;0;%
timing;Hold Fails Final Rpt;0;
synth;Cell Type Count;80;
critical_path;CP startpoint kind;input port;
timing;fin. max-slew vios;0;
drt;met3 WL;698;um
finish;fillcell total;760;
pwr;leakage power;1.68;nW
grt;grt total ovfl;0;
floorplanning;die area;8640;sq um
timing;Final setup viols;0;
run;Log Warnings;33;
drt;M1 WL;5180;um
critical_path;Worst Setup Path Type;input port to output pin;
synth;top cells, area;ha_1 (12%), xor2_1 (11%), maj3_1 (7.0%);
drt;routed length per placed instance;16.9;um
drt;DRC viols;0;
drt;DR vias/cell;5.92;
finish;area grow syn2layout;30.2;%
finish;CLK BUF;0;
min_path;HP Class;input port to output pin;
grt;largest net degree at the start of global routing;38;
finish;flip-flops;0;
critical_path;Worst path slowest cell;or4_1;
drt;met2 wire length;4920;um
timing;clock period minus worst slack;9680;ps
critical_path;crit path max fanout;37;
floorplanning;die height;92.9;um
placed_design;placed cells;647;
[power by group]
| group | switching [mW] | total [mW] | internal (mW) |
|---|---|---|---|
| logic | 0.156 | 0.314 | 0.158 |
| clock network | 0 | 0 | 0 |
| registers | 0 | 0 | 0 |
[placed cells by master (no fill, tap or decap), drive strengths merged, types with 7 or more instances in the layout]
master	n
clkdlybuf4s50	102
a21oi	42
xor2	40
nand2	40
nor2	36
ha	31
o21ai	30
maj3	23
nand3	15
nand4	14
a21o	13
inv	12
nor3	12
a31oi	10
xnor2	9
o31ai	7
or3	7
[cells by family (layout without fill, tap and decap cells)]
logic type | Yosys count | count (layout) | share of synthesized area [%]
fa+ha+maj | 55 | 55 | 19.3
mux | 3 | 3 | 0.908
simple gates | 156 | 156 | 24.9
xor+xnor | 49 | 49 | 13.0
compound gates | 162 | 162 | 34.8
buf+inv | 41 | 120 | 7.15
[stage by stage]
stage                     setup WS [ps]  power [mW]  hold slack (ps)  instance area (sq um)
final                              2620       0.314             5960                   4310
after global routing               2220       0.346             6020                   4310
after CTS                          2570       0.314             5980                   4310
after detailed placement           2570       0.311             5980                   4310
after global placement             2640       0.314             5970                   4310
after floorplan                    3320       0.189             5000                   3310
[layer usage]
| metal | global-route usage [%] | up-vias |
|---|---|---|
| met5 | 0 | - |
| met4 | 3.72 | 0 |
| met3 | 1.17 | 10 |
| met2 | 41.2 | 136 |
| met1 | 38.7 | 1731 |
| li1 | - | 1951 |
[cell usage after synthesis (all sizes together) (3+ instances only)]
library cell,number
o21ai,30
o21bai,6
ha,31
o221ai,4
o21a,4
nor3,12
buf,11
and3,6
xor2,40
o22ai,6
a221oi,3
or3,7
a22oi,3
nor4,4
mux2i,3
nand3,15
maj3,23
xnor2,9
nand2b,6
a21o,13
o31ai,7
nor2,36
nand2,40
a31oi,10
nand4,14
inv,12
or4,3
a21oi,42
o2111ai,4
nor2b,4
o211ai,3
clkbuf,18
[final timing paths]
kind | startpoint | to | slack, ps | cells after the start
min | alu_control[0] | result[28] | 5960 | 4
max | alu_control[0] | zero | 2620 | 15
[cell type report]
| type | instances | share of cell area [%] |
|---|---|---|
| multi-input cells | 425 | 71.3 |
| repair buffers | 108 | 24.7 |
| well taps | 102 | 2.96 |
| inverters | 12 | 1.05 |
[critical path: cells and delay by family]
| family | cells | cell delay [ps] |
|---|---|---|
| fa+ha+maj | 1 | 360 |
| compound gates | 5 | 1040 |
| buf+inv | 3 | 1530 |
| xor+xnor | 1 | 200 |
| simple gates | 5 | 1590 |
Power is estimated from default activity; no workload was simulated.
